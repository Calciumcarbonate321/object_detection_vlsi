`./run.sh`:
```
#!/bin/bash
# OpenROAD 26Q1-2900-gdf79404cd8, Yosys 0.63+post, stock flow scripts
make -C /OpenROAD-flow-scripts/flow DESIGN_CONFIG=/design/flow/config.mk WORK_HOME=/design/flow/orfs finish
```
`./config.mk`:
```
export PLATFORM = sky130hd
export DESIGN_NAME = obj_top_module
export DESIGN_NICKNAME = obj_top_module
export VERILOG_FILES = /design/flow/design.v
export SDC_FILE = /design/flow/constraint.sdc
export NUM_CORES = 4
export LEC_CHECK = 1
export CORE_AREA = 10 10 70 70
export DIE_AREA = 0 0 80 80
```
`./constraint.sdc`:
```
current_design obj_top_module

set clk_period 1.0
set clk_io_pct 0.2

create_clock -name clk0 -period $clk_period

set non_clock_inputs [all_inputs -no_clocks]
set_input_delay [expr $clk_period * $clk_io_pct] -clock clk0 $non_clock_inputs
set_output_delay [expr $clk_period * $clk_io_pct] -clock clk0 [all_outputs]
```
`./design.v`:
```
module obj_top_module(
    input wire reset,             
    input wire front_sensor,      
    input wire left_sensor,       
    input wire right_sensor,      
    input wire back_sensor,      
    output reg front_detected,   
    output reg left_detected,    
    output reg right_detected,   
    output reg back_detected,     
    output reg front_right_detected, 
    output reg front_left_detected,  
    output reg back_right_detected,  
    output reg back_left_detected   
);
    always @(*) begin
        if (reset) begin
            front_detected = 0;
            left_detected = 0;
            right_detected = 0;
            back_detected = 0;
            front_right_detected = 0;
            front_left_detected = 0;
            back_right_detected = 0;
            back_left_detected = 0;
        end 
        else begin
            front_detected = front_sensor && !left_sensor && !right_sensor && !back_sensor;
            left_detected = !front_sensor && left_sensor && !right_sensor && !back_sensor;
            right_detected = !front_sensor && !left_sensor && right_sensor && !back_sensor;
            back_detected = !front_sensor && !left_sensor && !right_sensor && back_sensor;
            front_right_detected = front_sensor && right_sensor && !left_sensor && !back_sensor;
            front_left_detected = front_sensor && left_sensor && !right_sensor && !back_sensor;
            back_right_detected = back_sensor && right_sensor && !left_sensor && !front_sensor;
            back_left_detected = back_sensor && left_sensor && !right_sensor && !front_sensor;
        end
    end
endmodule
```
==> reports/qor.csv <==
metric,value,unit
routabilityCongestion,0.730,
most-common-layout-cells,"8 x buf_2, 7 x buf_4, 6 x buf_6",
share_seq_of_total_power,0,%
fillerInstances,390,
share_of_layout_cells_above_drive_strength_1,94.1,%
critical_path.startpoint_type,primary input,
area.growth.synth_to_final,450,%
yosys_cells,12,
detail_route.wl_per_cell,7.86,um
endpoint_class_of_the_critical_path,primary output,
largest_net_degree_at_the_start_of_global_routing,5,
stage_log_warnings,34,
yosys_warnings,1,
drt.antenna.violating_nets,0,
first_pass_grt_wire_length,828,um
post_synth_instance_area,67.6,um^2
ir_drop_worst_case_vdd,0.0431,mV
whs_endpoint,left_detected,
post_synth_and_or_nand_nor_area_fraction,100,%
violations,setup timing,
postSynthCellCount,12,
die_width,80,um
adder_share,0,%
synth_area_per_cell,5.63,um^2
placementRows,21,
synth_cell_type_count,5,
critical-path-top-delay-family,simple AND/OR/NAND/NOR gates,
init_core_util,1.98,%
post_synth_seq_share,0,%
detailroute.via_count,182,
finish.cell_count_without_fillers,80,
area_enclosed_by_the_die_boundary,6400,um^2
most_common_library_cell_in_the_layout_ignoring_fill_and_taps,buf_2,
fmax,0.813,GHz
routed_wl,629,um
yosys.area_share.xor_xnor,0,%
worstHoldPathType,primary input to primary output,
clkPwrFrac,0,%
timing.max_cap.violations,0,
arrival,1.03,ns
synth-area-yosys,67.6,um^2
netlist_logic_family_top,simple AND/OR/NAND/NOR gates,
outcome,finished with violations,
worst_ep_required_time,0.80,ns
final.setup.worst_slack,-0.231,ns
rsz_0062_raised_after_global_routing,yes,
wp_buf_inv,3,
antenna_cells,0,
hp-start,front_sensor,
post-route-period-util,123,%
relSlewSlack,87.0,%
tightest_slew,0.194,ns
switching_portion_of_total_power,40.1,%
yosys-mux-area-fraction,0,%
slowest_delay,0.40,ns
critical_path_peak_fanout,3,
layout.clock_buffers,0,
internal_power,0.0000633,W
post_cts_hold_buffer_count,0,
first_global_vias,164,
timing.setup.critical_path_class,primary input to primary output,
die_boundary_height,80,um
min_period,1.23,ns
critical_path.slowest_cell,or3b_4,
combinationalPowerShare,100.0,%
cellPowerDensity,284,nW/um^2
placedCellCount,76,
numPortBuffers,13,
drt-pass1-iter-count,2,
grt_overflow_total,0,
antenna_violations_before_repair,0,
coreArea,3420,um^2
slew_violations,0,
power.leakage,0.160,nW
switching_power,0.0000424,W
drtIter0Drc,4,
setup_viol,8,
viasPerCell,2.28,
timing.final.hold_violations,0,
dp.final_hpwl,406,um
pin_count,13,
final_total_pwr,0.000106,W
layout.area.seq,0,um^2
seq_cells,0,
critical_path.cell_chain,"buf_6, or3b_4, buf_4, nor2_1, buf_2",
hold-path-cell-count,3,
route.detailed.drc,0,
gr-usage-all-layers,1.45,%
compound_area_share,0,%
post-route-util,10.9,%
## through the flow
stage / setup WS (ns) / instance area (um^2) / setup TNS (ns) / hold slack, ns
6_report: -0.231 / 372 / -1.26 / 0.675
5_1_grt: -0.294 / 372 / -1.54 / 0.691
4_1_cts: -0.271 / 334 / -1.22 / 0.666
3_5_place_dp: -0.976 / 293 / -7.01 / 1.39
3_3_place_gp: -0.914 / 293 / -6.82 / 1.38
2_1_floorplan: 0.126 / 67.6 / 0 / 0.415
## cells by family after synthesis
group	after synthesis
AND/OR/NAND/NOR	12
## power groups by stage
stage | Combinational (W) | Clock (W) | Sequential, W
6_report | 0.000106 | 0 | 0
4_1_cts | 0.0000888 | 0 | 0
5_1_grt | 0.000111 | 0 | 0
## synth_stat cells
master | number | area, um^2
nor2_1 | 4 | 15.0
nand2b_1 | 2 | 12.5
or3b_1 | 2 | 17.5
nor3_1 | 2 | 10.0
nor4_1 | 2 | 12.5
## worst min-delay path, stage by stage
cell and delay (ns):
buf_4 0.13, nor3_4 0.05, buf_2 0.10
## area by class of cell
type                       count  area (um^2)  share of cell area (%)
timing repair buffer          22          175                    47.1
tap                           46         57.6                    15.5
multi-input combinational     12          139                    37.4
## what timing repair did
action,in CTS,in global routing
buffers inserted,3,2
pin swaps,8,4
endpoints found under the setup margin,8,8
resized,60,7
## worst max-delay path by stage
| stage | start | cells past startpoint | to | slack [ns] |
|---|---|---|---|---|
| 4_1_cts | right_sensor | 5 | left_detected | -0.27 |
| 5_1_grt | right_sensor | 5 | back_left_detected | -0.29 |
| 6_report | right_sensor | 5 | back_left_detected | -0.23 |
## per-layer routing
layer  track usage [%]  share of wire, %
met5                 0                 0
met4                 0                 0
met3             0.795                15
met2              1.93                34
met1              2.11                51
Power and IR drop assume default switching activity.
