==> run.sh <==
#!/bin/bash
# OpenROAD 26Q1-2900-gdf79404cd8, Yosys 0.63+post, stock flow scripts
make -C /OpenROAD-flow-scripts/flow DESIGN_CONFIG=/design/flow/config.mk WORK_HOME=/design/flow/orfs finish
==> config.mk <==
export PLATFORM = sky130hd
export DESIGN_NAME = obj_fsm
export DESIGN_NICKNAME = obj_fsm
export VERILOG_FILES = /design/flow/design.v
export SDC_FILE = /design/flow/constraint.sdc
export NUM_CORES = 4
export LEC_CHECK = 1
export CORE_AREA = 10 10 70 70
export DIE_AREA = 0 0 80 80
==> constraint.sdc <==
current_design obj_fsm

set clk_period 1.6
set clk_io_pct 0.2

create_clock -name clk0 -period $clk_period [get_ports {clk}]

set non_clock_inputs [all_inputs -no_clocks]
set_input_delay [expr $clk_period * $clk_io_pct] -clock clk0 $non_clock_inputs
set_output_delay [expr $clk_period * $clk_io_pct] -clock clk0 [all_outputs]
==> design.v <==
module obj_fsm (
    input wire clk,
    input wire reset,
    input wire L,
    input wire R,
    input wire F,
    output reg left_object,
    output reg right_object,
    output reg front_object
);
localparam IDLE = 2'b00;
localparam LEFT = 2'b01;
localparam RIGHT = 2'b10;
localparam FRONT = 2'b11;
reg [1:0] current_state, next_state;
always @(posedge clk or posedge reset) begin
    if (reset)
        current_state <= IDLE;
    else
        current_state <= next_state;
end
always @(*) begin
    case (current_state)
        IDLE: begin
            if (L)
                next_state = LEFT;
            else if (R)
                next_state = RIGHT;
            else if (F)
                next_state = FRONT;
            else
                next_state = IDLE;
        end
        LEFT: begin
            if (!L)
                next_state = IDLE;
            else
                next_state = LEFT;
        end
        RIGHT: begin
            if (!R)
                next_state = IDLE;
            else
                next_state = RIGHT;
        end
        FRONT: begin
            if (!F)
                next_state = IDLE;
            else
                next_state = FRONT;
        end
        default: next_state = IDLE;
    endcase
end
always @(*) begin
    left_object = (current_state == LEFT);
    right_object = (current_state == RIGHT);
    front_object = (current_state == FRONT);
end
endmodule
==> flow_summary.toml <==
# synthesis and place-and-route metrics
[power]
leakage_nw = 0.119
irDropWorstVdd_uv = 126
finalPower_uw = 310
power_density_nw_per_um2 = 940

[cts]
cts_resized = 0
cts_sinks = 4
clock.latency.late_pin_ns = 0.24
cts-root-buf = "clkbuf_4"
path_clk_slew_ns = 0.04
cts_tree = "built"
cts_buffers = 3
htree_levels = 1
cts_hold_buf = 0
clk_path_buf_depth = 2
cts_setup_buffers = 0

[route]
num_antenna_cells = 0
wl_met2_um = 114
routed_via_density = 2.07
wl_per_cell_um = 7.00
drtPass1Iterations = 2
routed-via-count = 147
drt_iter0_drc = 2
highest_layer = "met4"
met1Wirelength_um = 246
wirelength_um = 497
postRouteAntennaNets = 0
met3_length_um = 125
drt_drc_violations_left = 0

[placed_design]
dpl_cell_area_um2 = 304
gp_congestion = 0.768
dp_slack_ns = 0.354
portBuffers = 7

[synth]
largest_area_cell = "dfrtp_1"
yosys_cells = 14
ys_area_um2 = 176
area_leaders = "dfrtp_1 (43%), dfstp_2 (15%), o21a_1 (13%), o221ai_2 (8.5%), o21ba_1 (5.7%)"
yosysWarnings = 1
yosys-top-cells-count = "dfrtp_1 (3), o21a_1 (3), inv_1 (2)"
synth_seq_share = 0.574
postSynthCellCount = 14
yosys.area.top_type_share = 0.426
synthFlopType = "dfrtp_1"
synthDistinctLibCells = 9
ys_async_sr_fraction = 1.00
ys_ff = 4
synth_area_um2 = 176
syn_avg_cell_area_um2 = 12.6
edf_count = 0

[cells_and_area]
fillers = 405
seq_area_um2 = 101
largest_reg_flops = 4
top_register = "current_state"
logic_area_um2 = 67.6
final_area_um2 = 330
drive_gt1_frac = 0.200
reg.largest.list = "current_state (4)"
area_growth_pct = 87.2

[flow_run]
warnings = 25
cap_violations = 0

[floorplan]
die_area_um2 = 6400
initial_core_util = 0.0516
rows = 21
core_area_um2 = 3420
io_pins = 8
die_w_um = 80
die_h_um = 80

[critical_path]
path_delay_family = "buffers and inverters"
reg2regPathDepth = 2
crit_path_top_delay_cell = "clkdlybuf4s50_1"
critPathBufInv = 1
arrival_ns = 1.09
critPathKind = "reg2out"
crit_required_ns = 1.28
cpPeakStageDelay_ns = 0.49
r2r-end = "current_state[3]"
crit_path_max_fanout = 3
regToRegStartpoint = "current_state[0]"
critPathCaptureType = "primary output"
cp_cell_sequence = "clkdlybuf4s50_1"
r2r_slack_ns = 0.70
cp-start-kind = "register"

[final_timing]
finalCritPeriodShare = 0.882
setup_violations = 0
rsz0062_at_grt = "false"
relSlewSlack = 0.888
hold_violations = 0
skew_ns = 0.00255
slew_violations = 0
finalSetupTns_ns = 0
fmax_ghz = 0.709
layout_setup_ws_ns = 0.189
period_needed_ns = 1.41
worst_pin_slew_ns = 0.168

[hold_path]
hold_path.class = "in2async"

[global_route]
grt_pass1_wl_um = 828
antenna_found_initial = 0
grt_pass1_vias = 175
grt_max_degree = 6
grt_overflow = 0
grt_usage = 0.0176

[run_status]
status = "finished clean"
==> layout make-up <==
| type | count | area share |
|---|---|---|
| Timing Repair Buffer | 7 | 0.212 |
| Sequential cell | 4 | 0.307 |
| Multi-Input combinational cell | 8 | 0.205 |
| Inverter | 2 | 0.0227 |
| Tap cell | 46 | 0.174 |
| Clock buffer | 4 | 0.0795 |
==> worst register-to-register path, delay by kind of cell, from the launching register on <==
kind,cells,cell delay (ns)
AOI/OAI and AO/OA,1,0.13
DFF,1,0.53
and+or+nand+nor,1,0.18
==> cells by family (layout without fill, tap and decap cells) <==
family / Yosys count / count (layout) / synth area share
flip-flops: 4 / 4 / 0.574
buffers and inverters: 2 / 13 / 0.0426
AND/OR/NAND/NOR: 3 / 3 / 0.114
AND-OR/OR-AND: 5 / 5 / 0.269
==> worst max path at each step <==
stage / slack, ns / start / to / cells past startpoint
4_1_cts: 0.17 / current_state[2] / left_object / 1
5_1_grt: 0.15 / current_state[2] / left_object / 1
6_report: 0.19 / current_state[2] / left_object / 1
==> cells in the final DEF, fill, tap and decap left out <==
master / count
clkbuf_1: 1
clkbuf_4: 3
o221ai_2: 1
clkdlybuf4s50_1: 7
dfrtp_1: 3
nor3b_1: 1
o21ba_1: 1
o21a_1: 3
nor2b_1: 1
dfstp_2: 1
inv_1: 2
nand2b_1: 1
==> power breakdown <==
group          total, mW  leakage (nW)  internal, mW  switching, mW
logic             0.0472        0.0529        0.0324         0.0147
registers          0.122        0.0506         0.114        0.00733
clock network      0.142        0.0150        0.0940         0.0475
==> per-layer routing <==
metal / up-vias / global-route usage
met4: 0 / 0.00528
met2: 11 / 0.0161
met5: - / 0
met1: 64 / 0.0213
li1: 70 / -
met3: 2 / 0.0239
==> stage by stage <==
step                      std cells  hold slack [ns]    util
after global placement           67            0.509  0.0890
after floorplan                  14           0.0854       -
after CTS                        71            0.289  0.0967
after detailed placement         67            0.514  0.0890
final                            71            0.279  0.0967
after global routing             71            0.312  0.0967
Power is estimated from default activity; no workload was simulated.
