`/design/flow/config.mk`:
```
export PLATFORM = sky130hd
export DESIGN_NAME = obj_no_fsm
export DESIGN_NICKNAME = obj_no_fsm
export VERILOG_FILES = /design/flow/design.v
export SDC_FILE = /design/flow/constraint.sdc
export NUM_CORES = 4
export LEC_CHECK = 1
export CORE_AREA = 10 10 70 70
export DIE_AREA = 0 0 80 80
```
`/design/flow/constraint.sdc`:
```
current_design obj_no_fsm

set clk_period 1.0
set clk_io_pct 0.2

create_clock -name clk0 -period $clk_period

set non_clock_inputs [all_inputs -no_clocks]
set_input_delay [expr $clk_period * $clk_io_pct] -clock clk0 $non_clock_inputs
set_output_delay [expr $clk_period * $clk_io_pct] -clock clk0 [all_outputs]
```
`/design/flow/design.v`:
```
module obj_no_fsm(
    input wire reset,             
    input wire front_sensor,      
    input wire left_sensor,       
    input wire right_sensor,      
    input wire back_sensor,      
    output reg front_detected,   
    output reg left_detected,    
    output reg right_detected,   
    output reg back_detected,     
    output reg front_right_detected, 
    output reg front_left_detected,  
    output reg back_right_detected,  
    output reg back_left_detected   
);
    always @(*) begin
        if (reset) begin
            front_detected = 0;
            left_detected = 0;
            right_detected = 0;
            back_detected = 0;
            front_right_detected = 0;
            front_left_detected = 0;
            back_right_detected = 0;
            back_left_detected = 0;
        end 
        else begin
            front_detected = front_sensor && !left_sensor && !right_sensor && !back_sensor;
            left_detected = !front_sensor && left_sensor && !right_sensor && !back_sensor;
            right_detected = !front_sensor && !left_sensor && right_sensor && !back_sensor;
            back_detected = !front_sensor && !left_sensor && !right_sensor && back_sensor;
            front_right_detected = front_sensor && right_sensor && !left_sensor && !back_sensor;
            front_left_detected = front_sensor && left_sensor && !right_sensor && !back_sensor;
            back_right_detected = back_sensor && right_sensor && !left_sensor && !front_sensor;
            back_left_detected = back_sensor && left_sensor && !right_sensor && !front_sensor;
        end
    end
endmodule
```
`/design/flow/run.sh`:
```
#!/bin/bash
# OpenROAD 26Q1-2900-gdf79404cd8, Yosys 0.63+post, stock flow scripts
make -C /OpenROAD-flow-scripts/flow DESIGN_CONFIG=/design/flow/config.mk WORK_HOME=/design/flow/orfs finish
```
==> qor.csv <==
metric,value,unit
Pre-Repair DR Iteration Count,2,
fin. max-slew vios,0,
fraction of post-synthesis cell area in the top cell type by area,0.2593,
tightest slew margin relative to the limit,0.8697,
sequential cell area in the final layout,0,µm²
max incr delay on CP,400,ps
average wire per standard cell,7.863,µm
vias after detailed routing,182,
Vias/cell,2.275,
final hold slack,674.9,ps
Init Core Util,0.01978,
initial antenna violation count,0,
endpoint class of the critical path,output pin,
Total Power Consumption,105.6,µW
die boundary width,80,µm
summed negative setup slack over all endpoints,-1257,ps
pin count of the biggest net entering global routing,5,
post-DP HPWL,406.4,µm
count of maximum capacitance violations,0,
post-route ant nets,0,
post-route clock period utilization,1.231,
input/output buffers,13,
final period demand of the worst path,1231,ps
FILL cells,390,
RSZ-0062 raised after global routing,yes,
sequential cells,0,
diode count,0,
pin slew with the least headroom to its limit,194.0,ps
crit path kind,input pin to output pin,
Cell variety after synth,5,
Startpoint Class,input pin,
most frequently used cell type in the post-synthesis netlist,sky130_fd_sc_hd__nor2_1,
CLK BUF,0,
post-cts hold buffer count,0,
final routed DRC violation total,0,
arrival time worst endpoint,1030,ps
cell-by-cell listing of the critical path,buf_6 -> or3b_4 -> buf_4 -> nor2_1 -> buf_2,
number of DRC markers in iteration 0,4,
Die Footprint,6400,µm²
number of cells produced by synthesis,12,
total wirelength of the detailed-routed design,629,µm
Tightest Hold Check Type,input pin to output pin,
Synth Area per Inst,5.630,µm²
fraction of the yosys area taken by sequential cells,0,
area delta synth->final,450.0,%
worst endpoint required time,800,ps
maximum achievable frequency,812.5,MHz
number of standard cells reported by yosys,12,
Ports,13,
floorplan core area,3416,µm²
Congestion Overflow GR,0,
fraction of layout instances using a drive strength above 1,0.9412,
critical-path maximum fanout,3,
total track usage,0.01455,
total cell area reported by yosys after synthesis,67.56,µm²
Worst path slowest cell,sky130_fd_sc_hd__or3b_4,
final setup slack of the worst path,-230.8,ps
Commonest cells post-synth,"sky130_fd_sc_hd__nor2_1, sky130_fd_sc_hd__nand2b_1, sky130_fd_sc_hd__nor3_1, sky130_fd_sc_hd__nor4_1, sky130_fd_sc_hd__or3b_1",
Synthesis Warnings,1,
post-synthesis instance area,67.57,µm²
OpenROAD warnings,34,
site row count,21,
Peak VDD IR,0.00004310,V
leakage power of the design,0.1596,nW
outcome,finished with violations,
Yosys top cell by area,sky130_fd_sc_hd__or3b_1,
via count of the first global-routing pass,164,
Die Span Y,80,µm
failing checks,negative setup slack,
GPL Wtd Cong,0.7300,
global-route wire length before repair,828,µm
power per unit of standard cell area,284.3,nW/µm²
final-report setup violation count,8,
total count of hold-check failures in the final report,0,
top cells by area in the synthesized netlist,"sky130_fd_sc_hd__or3b_1, sky130_fd_sc_hd__nor2_1, sky130_fd_sc_hd__nand2b_1",
## logic make-up after synthesis
kind of cell,share of synthesized area
AND/OR/NAND/NOR,0.9999
## cells in the final DEF, fill, tap and decap left out, drive strengths merged
cell and n:
nor4 2, buf 22, nor2 4, or3b 2
nor3 2, nand2b 2
## final timing paths
| path | startpoint | end | slack (ps) | cells after the start |
|---|---|---|---|---|
| max | right_sensor | back_left_detected | -230 | 5 |
| min | front_sensor | left_detected | 670 | 3 |
## critical path, delay by kind of cell
family	cells	cell delay (ps)
buf+inv	3	350
simple gates	2	480
## through the flow
stage	setup WS (ps)	instance area [µm²]	instances	utilization
global placement	-914.0	292.8	76	0.08571
detailed placement	-975.8	292.8	76	0.08571
global route	-294.5	371.6	80	0.1088
floorplan	125.6	67.56	12	-
finish	-230.8	371.6	80	0.1088
CTS	-270.7	334.1	79	0.09780
## report_power, final
group	internal (mW)	switching, mW	total, mW	leakage, nW
Clock	0	0	0	0
Sequential	0	0	0	0
Combinational	0.0633	0.0424	0.106	0.160
## routing by layer
metal / share of wire / GRT usage / wire [µm]
met1: 0.51 / 0.02109 / 319
met2: 0.34 / 0.01926 / 217
met3: 0.15 / 0.007955 / 92
met4: 0 / 0 / 0
met5: 0 / 0 / 0
## what timing repair did
item | 4_1_cts | 5_1_grt
gates resized | 60 | 7
pin swaps | 8 | 4
endpoints found under the setup margin | 8 | 8
buffers inserted | 3 | 2
## cell type report
type,instances,area (µm²),area share
well taps,46,57.56,0.1549
repair buffers,22,175.2,0.4714
multi-input cells,12,138.9,0.3737
Power is estimated from default activity; no workload was simulated.
